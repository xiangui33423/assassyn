===== design/flow/config.mk =====
export PLATFORM = sky130hd
export DESIGN_NAME = fifo
export DESIGN_NICKNAME = fifo
export VERILOG_FILES = /design/flow/design.v
export SDC_FILE = /design/flow/constraint.sdc
export NUM_CORES = 4
export LEC_CHECK = 1
export CORE_UTILIZATION = 40

===== design/flow/constraint.sdc =====
current_design fifo

set clk_period 5.8
set clk_io_pct 0.2

create_clock -name clk0 -period $clk_period [get_ports {clk}]

set non_clock_inputs [all_inputs -no_clocks]
set_input_delay [expr $clk_period * $clk_io_pct] -clock clk0 $non_clock_inputs
set_output_delay [expr $clk_period * $clk_io_pct] -clock clk0 [all_outputs]

===== design/flow/design.v =====
module fifo #(
    parameter WIDTH = 8,
    parameter DEPTH_LOG2 = 2  
) (
    input  logic               clk,
    input  logic               rst_n,
    input  logic               push_valid,
    input  logic [WIDTH - 1:0] push_data,
    output logic               push_ready,
    output logic               pop_valid,
    output logic [WIDTH - 1:0] pop_data,
    input  logic               pop_ready
);
generate
    if (DEPTH_LOG2 == 0) begin : single_element_fifo
        logic fifo_full; 
        assign push_ready = ~fifo_full || (fifo_full && pop_ready); 
        assign pop_valid  = fifo_full;                              
        always @(posedge clk or negedge rst_n) begin
            if (!rst_n) begin
                fifo_full <= 1'b0;
                pop_data <= 'x;
            end else begin
                if (push_valid && pop_ready) begin
                    pop_data <= push_data; 
                    fifo_full <= 1'b1;     
                end
                else if (push_valid && ~fifo_full) begin
                    pop_data <= push_data; 
                    fifo_full <= 1'b1;     
                end
                else if (pop_ready && fifo_full) begin
                    fifo_full <= 1'b0;     
                    pop_data <= 'x;        
                end
            end
        end
    end else begin : multi_element_fifo
        logic [(DEPTH_LOG2 != 0 ? DEPTH_LOG2 - 1 : 0):0] front;
        logic [(DEPTH_LOG2 != 0 ? DEPTH_LOG2 - 1 : 0):0] back;
        logic [(DEPTH_LOG2 + 1):0] count;
        logic [WIDTH - 1:0] q[0:(1 << DEPTH_LOG2)-1];
        logic [(DEPTH_LOG2 + 1):0] new_count;
        logic [(DEPTH_LOG2 != 0 ? DEPTH_LOG2 - 1 : 0):0] new_front;
        logic temp_pop_valid;
        assign new_count = count + (push_valid ? 1 : 0) - (pop_ready ? 1 : 0);
        assign new_front = front + (pop_ready && count != 0 ? 1 : 0);
        always @(posedge clk or negedge rst_n) begin
            if (!rst_n) begin
                front <= 0;
                back <= 0;
                pop_valid <= 1'b0;
                pop_data <= 'x;
                count <= 0;
                push_ready <= 1'b1;
            end else begin
                if (push_valid && new_count <= (1 << DEPTH_LOG2)) begin
                    q[back] <= push_data;
                    back <= (back + 1);
                end
                front <= new_front;
                count <= new_count;
                push_ready <= new_count < (1 << DEPTH_LOG2);
                temp_pop_valid = new_count != 0 || push_valid;
                pop_valid <= temp_pop_valid;
                pop_data <= temp_pop_valid ? (new_front == back && push_valid ? push_data : q[new_front]) : 'x;
            end
        end
    end
endgenerate
endmodule

===== design/flow/run.sh =====
#!/bin/bash
# OpenROAD 26Q1-2900-gdf79404cd8, Yosys 0.63+post, stock flow scripts
make -C /OpenROAD-flow-scripts/flow DESIGN_CONFIG=/design/flow/config.mk WORK_HOME=/design/flow/orfs finish

==> impl_metrics.env <==
# physical design summary
export IMPL_cts_resized=0
export IMPL_setup_tns_ns=0
export IMPL_antenna_found_initial=0
export IMPL_hold_violations=0
export IMPL_coreArea_mm2=0.00485
export IMPL_syn_inst=113
export IMPL_yosysTopAreaCell="edfxtp_1"
export IMPL_clkSinkCount=50
export IMPL_die_size_y_um=74.0
export IMPL_min_path_cells=1
export IMPL_fill_cells=383
export IMPL_p_leak_uw=0.000930
export IMPL_fin_crit_ns=3.77
export IMPL_num_rows=25
export IMPL_maxSlewViolCount=0
export IMPL_post_cts_buffers=0
export IMPL_placed_area_mm2=0.00237
export IMPL_edf_count=32
export IMPL_dr_first_iter_drc_count=39
export IMPL_fp_util_pct=42.7
export IMPL_die_w_um=74.0
export IMPL_ys_ff=50
export IMPL_drive_gt1_share_pct=20.4
export IMPL_final_area_mm2=0.00245
export IMPL_skew_ns=0.00423
export IMPL_r2r_end="multi_element_fifo.q[1][2]$_DFFE_PP_"
export IMPL_crit_chain="clkdlybuf4s50_1, ha_1, inv_1, ha_1, inv_1, fa_1, nand2b_1, a2111oi_4, and3_1"
export IMPL_critPathLaunchType="primary input"
export IMPL_path_class="primary input to flip-flop"
export IMPL_syn_avg_cell_area_um2=18.3
export IMPL_diodes=0
export IMPL_grt_start_max_net_pins=23
export IMPL_vias=1020
export IMPL_r2r_start="multi_element_fifo.count[0]$_DFF_PN0_"
export IMPL_min_path_type="flip-flop to flip-flop"
export IMPL_tightest_slew_ns=0.539
export IMPL_numCtsBuffers=5
export IMPL_power_density_mw_per_mm2=518
export IMPL_grt_pass1_vias=1039
export IMPL_area_leaders="edfxtp_1 (46%), dfrtp_1 (21%), mux4_2 (8.7%)"
export IMPL_slowest_stage="a2111oi_4"
export IMPL_drt_wl_total_um=3170
export IMPL_insertion_delay_ns=0.30
export IMPL_status="complete, no violations"
export IMPL_ys_async_sr_fraction_pct=36.0
export IMPL_cp_startpoint="pop_ready"
export IMPL_cts_buffer_depth=2
export IMPL_io_pins=22
export IMPL_yosys_area_mm2=0.00207
export IMPL_synthDistinctLibCells=21
export IMPL_end_kind="flip-flop"
export IMPL_cts_root_buf="clkbuf_8"
export IMPL_top_cell_area_share_pct=46.4
export IMPL_cp_data_required_time_ns=5.75
export IMPL_crit_family="adder cells"
export IMPL_ys_warn_count=2
export IMPL_drc=0
export IMPL_grt_overflow=0
export IMPL_warnings=28
export IMPL_maxSlewHeadroom_pct=64.0
export IMPL_viasPerCell=4.88
export IMPL_grt_pass1_wl_um=5200
export IMPL_critPathArrivalTime_ns=3.72
export IMPL_flop_cell="edfxtp_1"
export IMPL_min_period_over_period_pct=64.9
export IMPL_ys_cells=113
export IMPL_cts_tree="yes"
export IMPL_rsz0062_at_grt="false"
export IMPL_maxCapViolations=0
export IMPL_hpwlAfterDp_um=2130
export IMPL_die_area_mm2=0.00547
export IMPL_worst_r2r_path_depth=9
export IMPL_drtPass1Iterations=3
export IMPL_synth_area_mm2=0.00207
export IMPL_path_buffers=3
export IMPL_worst_r2r_setup_slack_ns=2.96
export IMPL_utilization_pct=50.6
export IMPL_grt_usage_pct=14.1
export IMPL_holdPathEnd="multi_element_fifo.back[1]$_DFFE_PN0P_"
export IMPL_gp_congestion=0.891
export IMPL_drtAntennaViolNets=0
export IMPL_cp_slowest_stage_delay_ns=0.50
export IMPL_ctsHtreeMaxLevel=2
export IMPL_ys_seq_share_pct=68.2
export IMPL_cp_max_fo=8
export IMPL_io_buffers=21
export IMPL_holdBufCountCts=0
export IMPL_clk_pin_slew_ns=0.08
export IMPL_hold_start="multi_element_fifo.back[1]$_DFFE_PN0P_"
export IMPL_setup_viol=0
export IMPL_avgRoutedWirePerCell_um=15.2
export IMPL_peakVddDrop_v=0.000318
export IMPL_syn_to_final_growth_pct=18.3
export IMPL_fmax_ghz=0.266
[cells in the final DEF (no fill, tap or decap), drive strengths merged]
| cell type | netlist | layout |
|---|---|---|
| nand2b | 1 | 1 |
| inv | 14 | 14 |
| clkinv | 0 | 2 |
| ha | 10 | 10 |
| buf | 1 | 1 |
| a31oi | 1 | 1 |
| clkdlybuf4s50 | 0 | 21 |
| a21oi | 2 | 2 |
| mux2 | 9 | 9 |
| and3 | 5 | 5 |
| or4 | 1 | 1 |
| nor2 | 1 | 1 |
| dfrtp | 17 | 17 |
| fa | 1 | 1 |
| edfxtp | 32 | 32 |
| xnor2 | 5 | 5 |
| a2111oi | 1 | 1 |
| dfstp | 1 | 1 |
| or2 | 1 | 1 |
| clkbuf | 0 | 6 |
| nand3 | 2 | 2 |
| mux4 | 8 | 8 |
[cells in the mapped netlist (2+ instances only)]
library cell  number
ha_1              10
inv_1             14
mux4_2             8
xnor2_1            4
dfrtp_1           17
a21oi_1            2
edfxtp_1          32
mux2_2             9
and3_1             5
[per-layer routing]
layer / global-route usage (%) / part of all wire [%]
met5: 0 / 0
met4: 1.50 / 0.82
met3: 5.91 / 5.9
met2: 18.7 / 45
met1: 24.6 / 49
[final cells by class]
type	instances	area, um^2	share of cell area [%]
clock inverters	2	8.76	0.357
repair buffers	22	218	8.88
clock buffers	6	72.6	2.96
well taps	67	83.8	3.42
multi-input cells	48	603	24.6
flip-flops and latches	50	1410	57.6
inverters	14	52.6	2.14
[stage by stage]
| step | total power [uW] | instances | setup slack (ns) | hold slack (ns) |
|---|---|---|---|---|
| after floorplan | 930 | 113 | 2.41 | 0.475 |
| after global placement | 1090 | 201 | 1.75 | 0.547 |
| after detailed placement | 1090 | 201 | 1.70 | 0.577 |
| after CTS | 1290 | 209 | 2.02 | 0.594 |
| after global routing | 1370 | 209 | 1.87 | 0.621 |
| final | 1270 | 209 | 2.03 | 0.600 |
[power breakdown]
part           switching (uW)  leakage, uW  internal, uW  total, uW
Combinational             252     0.000393           314        565
Clock                     105    0.0000426          83.0        188
Sequential               35.3     0.000495           481        516
[how the worst max path moves through the flow]
stage,to,cells after the start,slack (ns)
after CTS,multi_element_fifo.q[1][5]$_DFFE_PP_,9,2.02
after global routing,multi_element_fifo.q[1][5]$_DFFE_PP_,9,1.87
final,multi_element_fifo.q[1][2]$_DFFE_PP_,9,2.03
[sequential cells by signal (all words and copies together) (netlist names)]
name                      flops
multi_element_fifo.front      2
multi_element_fifo.q         32
pop_valid                     1
multi_element_fifo.back       2
pop_data                      8
multi_element_fifo.count      4
push_ready                    1
[worst register-to-register path: stages (launching register included)]
cell	delay (ns)
dfrtp_1	0.37
inv_1	0.07
ha_1	0.22
inv_1	0.06
ha_1	0.15
inv_1	0.05
fa_1	0.49
nand2b_1	0.10
a2111oi_4	0.50
and3_1	0.49
[logic make-up (layout without fill, tap and decap cells)]
| logic type | count (synthesis) | after routing | share of synthesized area, % |
|---|---|---|---|
| AOI/OAI and AO/OA | 4 | 4 | 2.11 |
| xor gates and xnor gates | 5 | 5 | 3.02 |
| adders and majority gates | 11 | 11 | 7.00 |
| buffers and inverters | 15 | 44 | 2.72 |
| DFF | 50 | 50 | 68.2 |
| muxes | 17 | 17 | 13.6 |
| and+or+nand+nor | 11 | 11 | 3.38 |
Power figures rest on the tool's default switching activity, not on a simulated workload.
