## /design/flow/constraint.sdc

```tcl
current_design trigger_counter

set clk_period 5.0
set clk_io_pct 0.2

create_clock -name clk0 -period $clk_period [get_ports {clk}]

set non_clock_inputs [all_inputs -no_clocks]
set_input_delay [expr $clk_period * $clk_io_pct] -clock clk0 $non_clock_inputs
set_output_delay [expr $clk_period * $clk_io_pct] -clock clk0 [all_outputs]
```

## /design/flow/run.sh

```bash
#!/bin/bash
# OpenROAD 26Q1-2900-gdf79404cd8, Yosys 0.63+post, stock flow scripts
make -C /OpenROAD-flow-scripts/flow DESIGN_CONFIG=/design/flow/config.mk WORK_HOME=/design/flow/orfs finish
```

## /design/flow/config.mk

```make
export PLATFORM = sky130hd
export DESIGN_NAME = trigger_counter
export DESIGN_NICKNAME = trigger_counter
export VERILOG_FILES = /design/flow/design.v
export SDC_FILE = /design/flow/constraint.sdc
export NUM_CORES = 4
export LEC_CHECK = 1
export CORE_AREA = 10 10 74 74
export DIE_AREA = 0 0 84 84
```

## /design/flow/design.v

```verilog
module trigger_counter #(
    parameter WIDTH = 8
) (
  input logic clk,
  input logic rst_n,
  input  logic [WIDTH-1:0] delta,
  output logic             delta_ready,
  input  logic             pop_ready,
  output logic             pop_valid
);
logic [WIDTH-1:0] count;
logic [WIDTH-1:0] temp;
logic [WIDTH-1:0] new_count;
assign temp = count + delta;
assign new_count = temp >= (pop_ready ? 1 : 0) ? temp - (pop_ready ? 1 : 0) : 0;
always @(posedge clk or negedge rst_n) begin
  if (!rst_n) begin
    count <= '0;
  end else begin
    delta_ready <= new_count != {WIDTH{1'b1}};
    count <= new_count;
    pop_valid <= (new_count != 0 || delta != 0);
  end
end
endmodule
```

==> results.py <==
# Flow results
metrics = {
    "timing": {
        "max_freq_ghz": 0.267,
        "fin_tns_setup_ns": 0,
        "period_used_pct": 75.0,
        "finClkSkew_ns": 0.00106,
        "hold_viol": 0,
        "min_period_ns": 3.75,
        "rsz0062_at_grt": "false",
        "hold_slack_ns": 0.898,
        "tightestPinTransition_ns": 0.549,
        "slew_violations": 0,
        "finalSetupViolations": 0,
        "relSlewSlack_pct": 63.0,
    },
    "hold_path": {
        "hold_path.class": "register to register",
    },
    "cts": {
        "ctsHoldBuffers": 0,
        "numCtsBuffers": 3,
        "clock-sinks": 10,
        "cts-root-buf": "clkbuf_8",
        "cts.clk_slew.worst_paths_ns": 0.05,
        "htreeDepth": 1,
        "cts_resized": 0,
        "tritoncts": "done",
        "clk_path_buf_depth": 2,
        "post_cts_buffers": 0,
        "clk-insertion-delay-late_ns": 0.23,
    },
    "critical_path": {
        "cp-start-kind": "input port",
        "startpoint": "delta[0]",
        "worstPathArrival_ns": 3.71,
        "cp_slowest_cell": "a2111oi_0",
        "worstPathRequired_ns": 4.96,
        "cp_max_fo": 4,
        "path_class": "input port to register",
        "regToRegSetupSlack_ns": 2.11,
        "ff2ff_path_depth": 8,
        "crit_cells": 9,
        "rr_endpoint": "delta_ready",
        "worst-path-buf-inv": 1,
        "end_kind": "register",
        "timing.rr.start": "count[0]",
        "cp_top_family": "AND-OR/OR-AND gates",
        "max_stage_delay_ns": 0.43,
        "endpoint": "delta_ready",
        "cp_cell_sequence": "clkdlybuf4s50_1 -> ha_1 -> fa_1 -> a211o_1 -> and3_4 -> o311ai_2 -> nor4_1 -> a2111oi_0 -> nand4_1",
    },
    "synthesis": {
        "ys_ff": 10,
        "ys_warn_count": 1,
        "yosys_cells": 101,
        "syn_area_per_cell_sq_um": 9.33,
        "ys_types": 40,
        "top_area_share_pct": 21.2,
        "top_area_cell": "dfrtp_1",
        "yosys_area_sq_um": 942,
        "syn_inst": 101,
        "async_reset_ff_share_pct": 80.0,
        "topCellsByArea": "dfrtp_1 21%, ha_1 12%, edfxtp_1 6.4%",
        "syn_area_sq_um": 942,
        "postSynthSeqShare_pct": 27.6,
        "edf_count": 2,
        "ff_type": "dfrtp_1",
    },
    "global_route": {
        "use_met1_pct": 7.34,
        "use_met2_pct": 11.3,
        "grt_max_degree": 11,
        "grt_util_met3_pct": 1.28,
        "first_global_vias": 848,
        "grt_busiest_layer": "met2",
        "grt_usage_pct": 6.19,
        "grt_pass1_wl_um": 3750,
        "grt_overflow": 0,
        "grt_antenna_before_repair": 0,
    },
    "drt": {
        "route.antenna.remaining_nets": 0,
        "via_per_inst": 4.97,
        "drt-initial-drc-count": 82,
        "first_pass_iters": 4,
        "drc": 0,
        "vias": 820,
        "drt-total-wl_um": 2150,
        "diodes": 0,
        "wl_per_cell_um": 13.0,
    },
    "floorplan": {
        "chipArea_sq_um": 7060,
        "dieHeight_um": 84,
        "chipWidth_um": 84,
        "row_count": 23,
        "ios": 13,
        "core_sq_um": 3970,
        "floorplan.core_util_pct": 23.7,
    },
    "run": {
        "tool_warnings": 25,
        "max-cap-violations": 0,
    },
    "power": {
        "p_total_uw": 759,
        "power_density_nw_per_um2": 658,
        "p_leak_uw": 0.000447,
        "ir_drop_mv": 0.203,
    },
    "cells_and_area": {
        "layout_top_cell": "clkdlybuf4s50_1",
        "final_cell_area_sq_um": 1150,
        "layout.cells.non_filler": 165,
        "final_cell_mix": "12 x clkdlybuf4s50_1, 11 x nor2_1, 9 x ha_1",
        "drive_gt1_share_pct": 9.57,
        "area_delta_synth_final_pct": 22.4,
        "n_fill_cell": 404,
    },
    "placed_design": {
        "dp_hpwl_um": 1770,
        "portBuffers": 12,
        "place_inst": 161,
        "globalplace.congestion": 0.880,
        "dpl_cell_area_sq_um": 1110,
    },
    "run_status": {
        "outcome": "complete, no violations",
    },
}
-- sequential cells by signal, summed over array words and instances, names as in the netlist --
name / cells
pop_valid: 1
delta_ready: 1
count: 8
-- report_power, final --
group | switching, uW | internal (uW) | leakage, uW
registers | 13.9 | 121 | 0.000107
clock network | 29.2 | 53.6 | 0.0000231
logic | 320 | 220 | 0.000317
total | 364 | 395 | 0.000447
-- area by class of cell --
class,instances,area (sq um),area share (%)
Clock inverter,1,3.75,0.325
Sequential cell,10,260,22.6
Timing Repair Buffer,12,120,10.4
Tap cell,50,62.6,5.42
Multi-Input combinational cell,84,647,56.1
Inverter,5,18.8,1.63
Clock buffer,3,41.3,3.58
-- worst min path at each step --
stage,start,to,slack [ns],cells after the start
final,count[0],count[0],0.90,4
after global routing,count[0],count[0],0.92,4
after CTS,count[0],count[0],0.90,4
-- cell usage after synthesis, types with 2 or more instances --
master	instances
nor2_1	11
ha_1	9
a21oi_1	8
dfrtp_1	8
inv_1	5
and3_1	4
nand4_1	4
xnor2_1	4
xor2_1	4
nand2_1	3
nand3_1	3
nor2b_1	3
nor3_1	3
a211o_1	2
edfxtp_1	2
o21a_1	2
o21ai_0	2
or4_1	2
-- through the flow --
step                      worst slack, ns  utilization (%)
after global routing                 1.02             29.0
after global placement               1.07             27.9
final                                1.25             29.0
after detailed placement             1.01             27.9
after CTS                            1.25             29.0
after floorplan                      1.65                -
-- cell families after synthesis --
| logic type | count (synthesis) | synth area share (%) |
|---|---|---|
| simple gates | 41 | 25.2 |
| fa+ha+maj | 10 | 14.1 |
| flops | 10 | 27.6 |
| compound gates | 25 | 21.9 |
| xor+xnor | 8 | 7.44 |
| buf+inv | 7 | 3.72 |
-- worst min-delay path, delay by kind of cell, from the launching register on --
kind	cells	cell delay, ns
buffers and inverters	1	0.06
adders and majority gates	2	0.41
AOI/OAI and AO/OA	1	0.07
DFF	1	0.32
-- metal layers --
metal | share of wire [%] | vias up | wire length, um
met5 | 0 | - | 0
met4 | 0.65 | 0 | 14
met3 | 3.3 | 2 | 71
met2 | 50 | 11 | 1070
met1 | 46 | 393 | 989
li1 | - | 414 | -
Power is estimated from default activity; no workload was simulated.
